### config.mk
export PLATFORM = sky130hd
export DESIGN_NAME = UI
export DESIGN_NICKNAME = UI
export VERILOG_FILES = /design/flow/design.v
export SDC_FILE = /design/flow/constraint.sdc
export NUM_CORES = 4
export LEC_CHECK = 1
export CORE_UTILIZATION = 30
### constraint.sdc
current_design UI

set clk_period 4.6
set clk_io_pct 0.2

create_clock -name clk0 -period $clk_period [get_ports {CLOCK_50}]

set non_clock_inputs [all_inputs -no_clocks]
set_input_delay [expr $clk_period * $clk_io_pct] -clock clk0 $non_clock_inputs
set_output_delay [expr $clk_period * $clk_io_pct] -clock clk0 [all_outputs]
### design.v
module UI (
    input masterEnablewire,
    input CLOCK_50,
	input resetN,
    input [3:0] KEY,
    output [6:0] HEX0, 
    output [6:0] HEX1, 
    output [6:0] HEX2, 
    output [6:0] HEX3,
    output [6:0] HEX4,
    output [6:0] HEX5, 
	output [3:0] counter,
	output blackout,
	output canBuildWire
	);
	wire enableEveryOneSecond;
    wire enableEveryHalfSecond;
	wire canBuild;
    RateDivider #(.SPEED(1)) U0 (.clk(CLOCK_50), .enable(enableEveryOneSecond));
	RateDivider #(.SPEED(7)) U1 (.clk(CLOCK_50), .enable(enableEveryHalfSecond));
    gameTimeCounter U2 (.masterEnable(masterEnablewire), .enableDC(enableEveryOneSecond), .reset(resetN), .Clock(CLOCK_50), .hex3(HEX3), .hex4(HEX4), .hex5(HEX5));
    BlackOutCoolDown U3 (.enableDC(enableEveryOneSecond && masterEnablewire), .triggerButton(!KEY[3]), .clk(CLOCK_50), .ability(blackout), .hexCounterWireTens(HEX2), .hexCounterWireOnes(HEX1));
    GateCoolDown U4 (.enableDC(enableEveryOneSecond && masterEnablewire), .triggerButton(!KEY[2]), .clk(CLOCK_50), .ability(canBuild), .hexCounterWire(HEX0));
    SelectGate U5 (.enableDC(enableEveryHalfSecond && masterEnablewire), .nextButton(!KEY[0]), .backButton(!KEY[1]), .clk(CLOCK_50), .canBuild(canBuild), .indicatorLoc(counter));
	assign canBuildWire = canBuild;
endmodule
module GateCoolDown(input enableDC, input triggerButton, input clk, output wire ability, output wire [6:0] hexCounterWire);
    reg takeInput = 1'b1;
    reg [3:0] counter = 4'b0000;
    wire [6:0] HEXInterpretedOutput;
    reg isMoveAvailable = 1'b1;
    always @ (posedge clk) begin
        if (counter == 4'b0000) begin
            isMoveAvailable <= 1'b1;
            takeInput <= 1'b1;
            if (triggerButton) begin
                if (takeInput) begin
                    counter <= 4'b0111;
                    isMoveAvailable <= 1'b0;
                    takeInput <= 1'b0;
                end
            end
        end
        else begin
            if (enableDC) begin
                if (counter > 4'b0000) begin
                    counter <= counter - 1'b1;
                end
            end
        end
    end
    HEX_Decoder U0 (.c(counter), .s(HEXInterpretedOutput));
    assign ability = isMoveAvailable;
    assign hexCounterWire = (counter) ? HEXInterpretedOutput : 7'b1111111;
endmodule 
module BlackOutCoolDown(input enableDC, input triggerButton, input clk, output wire ability, output wire [6:0] hexCounterWireTens, output wire [6:0] hexCounterWireOnes);
    reg takeInput = 1'b1;
    reg [4:0] counter = 5'b00000;
    wire [6:0] HEXInterpretedOutputTens;
    wire [6:0] HEXInterpretedOutputOnes;
    wire [3:0] counterTens;
    wire [3:0] counterOnes;
    reg isMoveAvailable = 1'b1;
    always @ (posedge clk) begin
        if (counter == 5'b00000) begin
            isMoveAvailable <= 1'b1;
            takeInput <= 1'b1;
            if (triggerButton) begin
                if (takeInput) begin
                    counter <= 5'b11110;
                    isMoveAvailable <= 1'b0;
                    takeInput <= 1'b0;
                end
            end
        end
        else begin
            if (enableDC) begin
                if (counter > 5'b00000) begin
                    counter <= counter - 1'b1;
                end
            end
        end
    end
    assign ability = isMoveAvailable;
    assign counterTens = (counter / 10) % 10;
    assign counterOnes = counter % 10;
    HEX_Decoder U0 (.c(counterOnes), .s(HEXInterpretedOutputOnes));
    HEX_Decoder U1 (.c(counterTens), .s(HEXInterpretedOutputTens));
    assign hexCounterWireOnes = (counter) ? HEXInterpretedOutputOnes : 7'b1111111;
    assign hexCounterWireTens = (counter) ? HEXInterpretedOutputTens : 7'b1111111;
endmodule 
module SelectGate(input enableDC, input nextButton, input backButton, input clk, input canBuild, output [3:0] indicatorLoc);
    reg [3:0] gateCounter = 4'b0000;
    always @ (posedge clk) begin
        if(enableDC == 1'b1) begin
            if (canBuild == 1'b1) begin 
				if(gateCounter == 4'b1001) begin
					if(nextButton == 1'b1) begin
						gateCounter <= 4'b0000;
					end
					if(backButton == 1'b1) begin
						gateCounter <= gateCounter - 1'b1;
					end
				end
				else if(gateCounter == 4'b0000) begin
					if(backButton == 1'b1) begin
						gateCounter <= 4'b1001;
					end
					if(nextButton == 1'b1) begin
						gateCounter <= gateCounter + 1'b1; 
					end
				end
				else begin
					if(nextButton == 1'b1) begin
						gateCounter <= gateCounter + 1'b1;
					end
					if(backButton == 1'b1) begin
						gateCounter <= gateCounter - 1'b1;
					end
				end
			end 
        end
    end
    assign indicatorLoc = gateCounter;
endmodule
module gameTimeCounter(
  input masterEnable,
  input enableDC,
  input reset,
  input Clock,
  output wire [6:0] hex3,
  output wire [6:0] hex4,
  output wire [6:0] hex5
);
  reg [6:0] curTime = 7'b1111000;
  wire [3:0] hundreds;
  wire [3:0] tens;
  wire [3:0] ones;
  always @(posedge Clock) begin
    if (reset == 1'b0) begin
      curTime <= 7'b1111000;
    end else begin
      if (enableDC) begin
        if (masterEnable) begin
          if (curTime > 1'b0) begin
            curTime <= curTime - 1'b1;
          end
        end
      end
    end
  end
  assign hundreds = (curTime / 100) % 10;
  assign tens = (curTime / 10) % 10;
  assign ones = curTime % 10;
  hex_decoder U2 (hundreds[3:0], hex5);
  hex_decoder U1 (tens[3:0], hex4);
  hex_decoder U0 (ones[3:0], hex3);
endmodule
module HEX_Decoder(c, s);
    input[3:0] c;
    output[6:0] s;
    assign s[0] = ~( ~( (~c[3] & ~c[2] & ~c[1] & c[0]) | (~c[3] & c[2] & ~c[1] & ~c[0]) | (c[3] & ~c[2] & c[1] & c[0]) | (c[3] & c[2] & ~c[1] & c[0]) ) );    
    assign s[1] = ~( ~( (~c[3] & c[2] & ~c[1] & c[0]) | (~c[3] & c[2] & c[1] & ~c[0]) | (c[3] & ~c[2] & c[1] & c[0]) | (c[3] & c[2] & ~c[1] & ~c[0]) | (c[3] & c[2] & c[1] & ~c[0]) | (c[3] & c[2] & c[1] & c[0]) ) );
    assign s[2] = ~( ~( (~c[3] & ~c[2] & c[1] & ~c[0]) | (c[3] & c[2] & ~c[1] & ~c[0]) | (c[3] & c[2] & c[1] & ~c[0]) | (c[3] & c[2] & c[1] & c[0])) );
    assign s[3] = ~( ~( (~c[3] & ~c[2] & ~c[1] & c[0]) | (~c[3] & c[2] & ~c[1] & ~c[0]) | (~c[3] & c[2] & c[1] & c[0]) | (c[3] & ~c[2] & c[1] & ~c[0]) | (c[3] & c[2] & c[1] & c[0]) ) );
    assign s[4] = ~( ~( (~c[3] & ~c[2] & ~c[1] & c[0]) | (~c[3] & ~c[2] & c[1] & c[0]) | (~c[3] & c[2] & ~c[1] & ~c[0]) | (~c[3] & c[2] & ~c[1] & c[0]) | (~c[3] & c[2] & c[1] & c[0]) | (c[3] & ~c[2] & ~c[1] & c[0]) ) );
    assign s[5] = ~( ~ ( (~c[3] & ~c[2] & ~c[1] & c[0]) | (~c[3] & ~c[2] & c[1] & ~c[0]) | (~c[3] & ~c[2] & c[1] & c[0]) | (~c[3] & c[2] & c[1] & c[0]) | (c[3] & c[2] & ~c[1] & c[0]) ) );
    assign s[6] = ~( ~( (~c[3] & ~c[2] & ~c[1] & ~c[0]) | (~c[3] & ~c[2] & ~c[1] & c[0]) | (~c[3] & c[2] & c[1] & c[0]) | (c[3] & c[2] & ~c[1] & ~c[0]) ) );
endmodule
module hex_decoder(c, display);
    input[3:0] c;
    output[6:0] display;
    HEX_Decoder u0 (.c(c), .s(display));
endmodule
module RateDivider (input wire clk, output reg enable);
  parameter SPEED = 1;
  reg [26:0] counter;   
  always @(posedge clk) begin
    if (counter == 50000000 / SPEED) begin   
      counter <= 0;                  
      enable <= 1'b1; 
    end else begin
      enable <= 1'b0;
		counter <= counter + 1;        
    end
  end
endmodule
### run.sh
#!/bin/bash
# OpenROAD 26Q1-2900-gdf79404cd8, Yosys 0.63+post, stock flow scripts
make -C /OpenROAD-flow-scripts/flow DESIGN_CONFIG=/design/flow/config.mk WORK_HOME=/design/flow/orfs finish
==> results.py <==
# Metrics from the implementation run
metrics = {
    "layout": {
        "fillers": 1689,
        "lay_top_count": "nor2_1",
        "final_cells": 985,
        "final_core_util": 0.3877,
        "area_growth_pct": 24.99,
        "layout-drive-gt1-share": 0.1250,
        "layout_top_cells": "83 x nor2_1, 72 x nand2_1, 61 x dfxtp_1, 47 x clkdlybuf4s50_1",
    },
    "worst_setup_path": {
        "reg2reg_slack_ps": 2140,
        "critPathArrivalTime_ps": 3550,
        "r2r_cells": 9,
        "critical_path_class": "reg -> out",
        "critPathLaunchType": "register",
        "r2r_start": "U0.counter[2]",
        "cp_max_fo": 11,
        "crit_start": "U2.curTime[5]",
        "worstReg2RegEnd": "U0.counter[23]",
        "end_kind": "primary output",
        "critical_path.endpoint": "HEX4[2]",
        "cp.required_ps": 3680,
    },
    "clocking": {
        "clk_pin_slew_ps": 50,
        "htree_num_levels": 3,
        "clock_path_buffers": 2,
        "cts-root-buf": "clkbuf_16",
        "cts.sinks": 78,
        "cts_tree": "done",
        "clk_latency_ps": 330,
        "cts_buffers": 9,
    },
    "logic_synthesis": {
        "edf_count": 15,
        "avgSynthCellArea_um2": 7.891,
        "ys_area_um2": 5421,
        "ys_async_sr_fraction": 0,
        "ys_seq_frac": 0.3157,
        "synth_flop_count": 78,
        "ys.warnings.count": 6,
        "synthDistinctLibCells": 73,
        "ys_cells": 687,
        "syn-instance-count": 687,
        "ys.flop_type": "dfxtp_1",
        "syn_area_um2": 5421,
    },
    "route": {
        "antenna_left": 0,
        "vias": 4954,
        "drc_errors": 0,
        "routed_wl_um": 11930,
        "n_antenna_cell": 0,
        "drtIter0Drc": 346,
        "vias_per_cell": 5.029,
        "wl_per_cell_um": 12.11,
        "first_pass_iters": 5,
    },
    "sta": {
        "finalClockPeriodUsage": 0.9722,
        "fmax_mhz": 223.6,
        "rsz0062_at_grt": "yes",
        "slew_viol_final": 0,
        "fin_skew_ps": 6.223,
        "max_slew_margin": 0.4732,
        "finalHoldViolCount": 0,
        "period_needed_ps": 4472,
        "worstMarginPinSlew_ps": 783.7,
        "setup_viol": 0,
    },
    "grt": {
        "grt_use_total": 0.1317,
        "antenna_found_initial": 0,
        "overflow": 0,
        "grt_max_degree": 20,
        "grt_pass1_vias": 4261,
        "grt_pass1_wl_um": 19840,
    },
    "floorplan": {
        "rows": 48,
        "chipWidth_um": 136.4,
        "core_area_um2": 17480,
        "ioPinCount": 55,
        "initial_core_util": 0.3102,
        "chipHeight_um": 136.4,
        "die_area_um2": 18610,
    },
    "flow_run": {
        "cap_violations": 0,
        "tool_warnings": 38,
    },
    "pwr": {
        "p_sw_uw": 262.9,
        "p_leak_uw": 0.002718,
        "p_seq_frac": 0.526,
        "cellInternalPower_uw": 1058,
        "ir_drop_mv": 0.1680,
        "clkPwrFrac": 0.466,
        "power_density_nw_per_um2": 195.0,
        "p_comb_frac": 0.008,
        "switching_share": 0.1990,
    },
    "placed_design": {
        "dp_hpwl_um": 8693,
        "dpl.cell_count": 960,
        "routabilityCongestion": 0.8942,
        "io_buffers": 51,
    },
    "run_status": {
        "status": "finished clean",
    },
    "min_path": {
        "hp-class": "reg -> reg",
    },
}
==> critical path, cell delays in order (launching register included) <==
cell and delay (ps):
dfxtp_2 330, inv_2 60, ha_4 170, ha_4 210
nand2b_4 130, o21a_1 190, a311o_2 420, inv_8 80
xnor2_2 120, nor2_2 70, o32ai_4 340, buf_6 190
nand4_1 120, o22ai_1 190, a22o_1 150, clkdlybuf4s50_1 450
==> cell usage after synthesis, types with 3 or more instances <==
master | number | share of area
nand3b_1 | 4 | 0.0055
nand2b_1 | 13 | 0.015
xnor2_1 | 44 | 0.071
o211ai_1 | 7 | 0.0097
clkbuf_1 | 17 | 0.012
o22ai_1 | 9 | 0.010
a21oi_1 | 39 | 0.036
a221o_1 | 3 | 0.0055
and2_1 | 8 | 0.0092
nor2_1 | 84 | 0.058
o221ai_1 | 3 | 0.0048
a211oi_1 | 4 | 0.0055
or3_1 | 6 | 0.0069
nand4_1 | 10 | 0.012
nor3b_1 | 3 | 0.0042
o21ai_0 | 38 | 0.035
nor4_1 | 6 | 0.0069
and3_1 | 18 | 0.021
nor2b_1 | 7 | 0.0081
xor2_1 | 24 | 0.039
a31oi_1 | 9 | 0.010
mux2i_1 | 4 | 0.0074
nor3_1 | 14 | 0.013
dfxtp_1 | 63 | 0.23
clkinv_1 | 3 | 0.0021
nor4b_1 | 4 | 0.0065
buf_2 | 6 | 0.0055
o41ai_1 | 3 | 0.0048
edfxtp_1 | 15 | 0.083
o31ai_1 | 4 | 0.0055
ha_1 | 23 | 0.053
inv_1 | 26 | 0.018
nand2_1 | 74 | 0.051
buf_4 | 7 | 0.0097
buf_6 | 3 | 0.0062
nand3_1 | 33 | 0.030
==> final cells by class <==
type,instances,area [um^2],area share
clock inverters,5,26.28,0.003877
well taps,225,281.5,0.04154
repair buffers,92,839.6,0.1239
clock buffers,10,229.0,0.03379
inverters,32,127.6,0.01883
flip-flops and latches,78,1714,0.2530
multi-input cells,543,3558,0.5251
==> how the worst min path moves through the flow <==
| stage | endpoint | slack [ps] | cells after the start | startpoint |
|---|---|---|---|---|
| final | U1.counter[26] | 460 | 1 | U1.counter[26] |
| after global routing | U1.counter[26] | 480 | 1 | U1.counter[26] |
| after CTS | U1.counter[26] | 460 | 1 | U1.counter[26] |
==> power groups by stage <==
stage,clock (uW),sequential [uW],combinational [uW]
CTS,638,694,11.2
global route,667,694,12.3
finish,616,694,11.1
==> routing by layer <==
metal,vias up,GRT usage,wire (um)
li1,2576,-,-
met1,2264,0.2001,6139
met2,106,0.2047,5296
met3,8,0.02318,419
met4,0,0.01111,70
met5,-,0,0
==> registers in the layout, indices dropped and copies added (netlist names) <==
name,flops
U4.counter,4
U3.counter,5
U0.counter,27
U4.isMoveAvailable,1
U2.curTime,7
U1.enable,1
U5.gateCounter,4
U3.takeInput,1
U1.counter,27
U0.enable,1
==> timing repair <==
action,4_1_cts,5_1_grt
pin swaps,6,9
hold buffers,0,0
cloned,0,0
resized,11,29
setup endpoints to repair,14,19
buffers inserted,3,7
==> per-stage QoR <==
| step | TNS (ps) | setup WS, ps | cell area (um^2) | power (uW) | hold slack [ps] |
|---|---|---|---|---|---|
| finish | 0 | 127.7 | 6777 | 1321 | 461.2 |
| global route | -109.4 | -61.11 | 6777 | 1373 | 478.9 |
| CTS | 0 | 1.078 | 6591 | 1343 | 464.1 |
| detailed placement | 0 | 56.56 | 6274 | 720.4 | 452.1 |
| global placement | 0 | 101.3 | 6274 | 720.4 | 449.3 |
| floorplan | 0 | 106.7 | 5425 | 714.4 | 435.1 |
==> cells by family after synthesis <==
group / count (synthesis) / synth area share
flops: 78 / 0.3157
xor+xnor: 68 / 0.1099
compound gates: 149 / 0.1846
other cells: 2 / 0.001385
fa+ha+maj: 25 / 0.05701
mux: 6 / 0.01154
buf+inv: 67 / 0.05816
simple gates: 292 / 0.2617
No activity file was given, so power comes from the tool's default toggle rates.
